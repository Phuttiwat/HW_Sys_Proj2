[design.v]
`timescale 1ns / 1ps
module charTo7Segment(
    output reg [6:0] segments,
    input [7:0] char
    );
    always @(char) begin
        case (char)
            "A" : segments = 7'b0100000;
            "B" : segments = 7'b0000011;
            "C" : segments = 7'b0100111;
            "D" : segments = 7'b0100001;
            "E" : segments = 7'b0000110;
            "F" : segments = 7'b0001110;
            "G" : segments = 7'b1000010;
            "H" : segments = 7'b0001011;
            "I" : segments = 7'b1101110;
            "J" : segments = 7'b1110010;
            "K" : segments = 7'b0001010;
            "L" : segments = 7'b1000111;
            "M" : segments = 7'b0101010;
            "N" : segments = 7'b0101011;
            "O" : segments = 7'b0100011;
            "P" : segments = 7'b0001100;
            "Q" : segments = 7'b0011000;
            "R" : segments = 7'b0101111;
            "S" : segments = 7'b1010010;
            "T" : segments = 7'b0000111;
            "U" : segments = 7'b1100011;
            "V" : segments = 7'b1010101;
            "W" : segments = 7'b0010101;
            "X" : segments = 7'b1101011;
            "Y" : segments = 7'b0010001;
            "Z" : segments = 7'b1100100;
            "a" : segments = 7'b0100000;
            "b" : segments = 7'b0000011;
            "c" : segments = 7'b0100111;
            "d" : segments = 7'b0100001;
            "e" : segments = 7'b0000110;
            "f" : segments = 7'b0001110;
            "g" : segments = 7'b1000010;
            "h" : segments = 7'b0001011;
            "i" : segments = 7'b1101110;
            "j" : segments = 7'b1110010;
            "k" : segments = 7'b0001010;
            "l" : segments = 7'b1000111;
            "m" : segments = 7'b0101010;
            "n" : segments = 7'b0101011;
            "o" : segments = 7'b0100011;
            "p" : segments = 7'b0001100;
            "q" : segments = 7'b0011000;
            "r" : segments = 7'b0101111;
            "s" : segments = 7'b1010010;
            "t" : segments = 7'b0000111;
            "u" : segments = 7'b1100011;
            "v" : segments = 7'b1010101;
            "w" : segments = 7'b0010101;
            "x" : segments = 7'b1101011;
            "y" : segments = 7'b0010001;
            "z" : segments = 7'b1100100;
            "1" : segments = 7'b1111001;
            "2" : segments = 7'b0100100;
            "3" : segments = 7'b0110000;
            "4" : segments = 7'b0011001;
            "5" : segments = 7'b0010010;
            "6" : segments = 7'b0000010;
            "7" : segments = 7'b1111000;
            "8" : segments = 7'b0000000;
            "9" : segments = 7'b0010000;
            "0" : segments = 7'b1000000;
            "." : segments = 7'b1101111;
            "," : segments = 7'b1110011;
            ";" : segments = 7'b1110101;
            ":" : segments = 7'b1110110;
            "!" : segments = 7'b0010100;
            "?" : segments = 7'b0110100;
            "+" : segments = 7'b0111001;
            "-" : segments = 7'b0111111;
            "=" : segments = 7'b0110111;
            "*" : segments = 7'b0110110;
            "#" : segments = 7'b1001001;
            "/" : segments = 7'b0101101;
            "\\" : segments = 7'b0011011;
            "¯" : segments = 7'b1111110;
            "_" : segments = 7'b1110111;
            "(" : segments = 7'b1000110;
            ")" : segments = 7'b1110000;
            "'" : segments = 7'b1011111;
            "\"" : segments = 7'b1011101;
            "°" : segments = 7'b0011100;
            "<" : segments = 7'b1011110;
            ">" : segments = 7'b1111100;
            "%" : segments = 7'b1011011;
            "@" : segments = 7'b1101000;
            default : segments = 7'b1111111;
        endcase
    end
endmodule
`timescale 1ns / 1ps
module quadSevenSeg(
    output [6:0] seg,  
    output dp,  
    output an0,
    output an1,
    output an2,
    output an3,
    input [7:0] char0,  
    input [7:0] char1,
    input [7:0] char2,
    input [7:0] char3,  
    input clk
    );
    reg [1:0] ns;  
    reg [1:0] ps;  
    reg [3:0] dispEn;  
    reg [7:0] char_in;
    wire [6:0] segments;
    assign seg = segments;
    charTo7Segment segDecode(segments,char_in);
    assign dp = 1;  
    assign {an3,an2,an1,an0} = ~dispEn;
    always @(posedge clk)
        ps = ns;
    always @(ps) 
        ns = ps+1;
    always @(ps)
        case(ps)
            2'b00: dispEn = 4'b0001;
            2'b01: dispEn = 4'b0010;
            2'b10: dispEn = 4'b0100;
            2'b11: dispEn = 4'b1000;
        endcase
    always @(ps)
        case(ps)
            2'b00: char_in = char0;
            2'b01: char_in = char1;
            2'b10: char_in = char2;
            2'b11: char_in = char3;
        endcase
endmodule
[run.sh]
#!/bin/bash
# OpenROAD 26Q1-2900-gdf79404cd8, Yosys 0.63+post, stock flow scripts
make -C /OpenROAD-flow-scripts/flow DESIGN_CONFIG=/design/flow/config.mk WORK_HOME=/design/flow/orfs finish
[config.mk]
export PLATFORM = sky130hd
export DESIGN_NAME = quadSevenSeg
export DESIGN_NICKNAME = quadSevenSeg
export VERILOG_FILES = /design/flow/design.v
export SDC_FILE = /design/flow/constraint.sdc
export NUM_CORES = 4
export LEC_CHECK = 1
export CORE_AREA = 10 10 96 96
export DIE_AREA = 0 0 106 106
[constraint.sdc]
current_design quadSevenSeg

set clk_period 4.5
set clk_io_pct 0.2

create_clock -name clk0 -period $clk_period [get_ports {clk}]

set non_clock_inputs [all_inputs -no_clocks]
set_input_delay [expr $clk_period * $clk_io_pct] -clock clk0 $non_clock_inputs
set_output_delay [expr $clk_period * $clk_io_pct] -clock clk0 [all_outputs]
==> Slide: Implementation Results <==
Run Summary

Worst setup path
  – Startpoint types: input pin
  – Buffers and inverters on the worst path: 4
  – Setup slack, reg-to-reg: 3.66 ns
  – Reg-to-Reg End: ps[1]
  – Worst Path Max Fanout: 6
  – Critical R2R Launch: ps[0]
  – Slowest-stage cell, CP: clkdlybuf4s50_1
  – Critical Path Max Stage Delay: roughly 0.48 ns
  – Critical-path cell list: clkdlybuf4s50_1 > a222oi_1 > mux2i_2 > inv_2 > buf_4 > ha_4 > nand2_1 > o22ai_2 > o31ai_1 > a21oi_1 > clkdlybuf4s50_1
  – Critical path type: input pin to output pin
  – Worst setup EP type: output pin
  – Worst Setup EP: seg[0]
  – Crit path from: char3[0]
  – Worst EP required: between 3 and 4 ns
  – Most Frequent Cell on Critical Path: clkdlybuf4s50_1
  – Delay-heaviest family, CP: buffers and inverters
  – R2R depth: 2
  – Critical Path Stages: 11
  – Data arrival, critical path: between 3 and 4 ns

CTS
  – H-tree levels: 1
  – CTS tree: yes
  – Clock Root Buffer: clkbuf_8
  – CTS max path bufs: 2
  – Num Clock Sinks: 2
  – Clock Latency Late Sink: 0.21 ns
  – Total CTS buffers: 3
  – Clock Pin Slew Worst Setup and Hold Paths: roughly 0.030 ns

Synth
  – Post-synth seq share: 0.0313
  – Max-area cell share: 0.117
  – Post-Syn Area: 1280 um^2
  – Unique masters post-synth: between 50 and 60
  – Yosys Chip Area: between 1000 and 1500 um^2
  – Ys async rst share: 0
  – Mean Syn Cell Area: ~7.0 um^2
  – Number of enable flip-flop cells: 0
  – Synthesis Warnings: 2
  – Ys flop type: dfxtp_1
  – Cell count in the Yosys report: approximately 180
  – Cell area leaders: ha_1, nand2_1, a32oi_1, buf_6, a222oi_1
  – Synth flops: 2
  – Cells after Synth: 182
  – Synth area leader: ha_1

Timing
  – Slew Viols, Final: 0
  – RSZ-0062 raised after global routing: yes
  – Clk_skew: 0.000611 ns
  – Setup violations, final: 0
  – Period utilization: 0.968
  – Fmax: approximately 230 MHz
  – Final Hold Fails: 0
  – Minimum clock period: about 4.4 ns
  – Setup TNS: 0 ns
  – Relative slew slack: 0.664
  – Slew @ Worst Pin: between 0.4 and 0.5 ns
  – Final hold slack: about 0.46 ns

Detailed routing
  – Routed Antenna Nets: 0
  – Total number of vias: roughly 1700
  – Via-to-Cell Ratio: a little over 5
  – DRC viols: 0
  – Avg WL per Cell: ~15 um
  – DRT Pass-1 Iters: 6
  – Antenna cells: 0
  – Drt total wl: about 5 mm
  – DR iter-0 viols: between 200 and 250

Power
  – Pwr per Cell Area: slightly above 100 nW/um^2
  – Maximum vdd drop: about 0.089 mV
  – P_leak: between 0.7 and 0.8 nW
  – Total power: approximately 0.21 mW

Cells and area
  – Number of flip-flops in the largest register: 2
  – Finished Cell Area: between 2000 and 2500 um^2
  – Layout cells sized above 1: 0.212
  – FILL cells: around 800
  – Area growth syn-to-layout: 58.6%
  – Post-route insts no fill: approximately 340

Status
  – Outcome: finished clean

Global routing
  – Largest net degree at the start of global routing: 26
  – GRT Util Overall: 0.0897
  – Total global routing overflow: 0
  – Vias in the first global route: approximately 1700
  – First-pass GRT wire length: 8.49 mm
  – Initial antenna violation count: 0

Flow run
  – Log Warnings: 36
  – Max-cap viol count: 0

Min path
  – Type of the most critical hold path: flip-flop to flip-flop

Floorplanning
  – Die ar.: approximately 11000 um^2
  – Rows: 31
  – I/O pin cnt: about 45
  – Core box area: 7210 um^2
  – Chip Width: about 110 um
  – Core utilization before placement: 0.178
  – DIE HEIGHT: ~110 um

Placement
  – IO Port Bufs: between 40 and 50
  – Gpl congestion: approximately 0.98
  – Cells after DPL: ~330
  – DP Area: about 1900 um^2
  – Dpl hpwl: around 4.0 mm
==> layer usage <==
layer	up-vias	global-route usage	part of all wire
met5	-	0	0
met4	0	0.0145	0.017
met3	11	0.0177	0.096
met2	107	0.144	0.46
met1	791	0.124	0.43
li1	814	-	-
==> cell usage in the layout (no fill, tap or decap), types with 3 or more instances in the layout <==
master / count
nor2_1: 8
o211ai_1: 3
clkbuf_8: 3
a222oi_1: 6
a21oi_1: 11
buf_4: 24
a31oi_1: 3
ha_2: 3
ha_4: 3
o21ai_0: 9
ha_1: 6
nand3_1: 5
clkdlybuf4s50_1: 39
mux2i_2: 3
nand2_1: 22
o21ai_1: 5
nor3_1: 4
inv_1: 12
a32oi_1: 8
mux2i_1: 3
inv_2: 3
o22ai_1: 3
dlymetal6s2s_1: 4
==> through the flow <==
step                utilization  worst slack [ns]
global placement          0.260          -0.00435
floorplan                     -             0.775
global route              0.282           -0.0569
finish                    0.282             0.144
detailed placement        0.260            0.0211
CTS                       0.266           0.00394
==> how the worst min path moves through the flow <==
stage           end  depth (start not counted)  slack, ns   from
finish        ps[0]                          1       0.46  ps[0]
CTS           ps[0]                          1       0.46  ps[0]
global route  ps[0]                          1       0.49  ps[0]
==> cell type report <==
class,instances,area (um^2),share of cell area
multi-input combinational,148,1140,0.560
timing repair buffer,68,632,0.311
tap,99,124,0.0610
inverter,15,56.3,0.0277
clock buffer,3,41.3,0.0203
sequential,2,40.0,0.0197
==> repair_timing <==
item / in CTS / in global routing
pin swaps: 0 / 7
cloned: 0 / 0
hold buffers: 0 / 0
endpoints found under the setup margin: 2 / 7
setup buffers: 0 / 4
gates resized: 1 / 22
==> synthesized netlist by cell type, types with 5 or more instances <==
cell      count
a21oi_1      11
a222oi_1      6
a32oi_1       8
buf_6         6
clkbuf_1      6
ha_1         12
inv_1        12
nand2_1      22
nand3_1       5
nor2_1        9
o21ai_0      10
==> kinds of logic after synthesis <==
| logic type | share of synthesized area |
|---|---|
| multiplexers | 0.113 |
| flip-flops | 0.0313 |
| XOR/XNOR | 0.00684 |
| adder cells (fa/ha/maj) | 0.117 |
| AND-OR/OR-AND | 0.410 |
| AND/OR/NAND/NOR | 0.181 |
| other | 0.00293 |
| buffers and inverters | 0.138 |
==> power by group <==
part | switching (mW) | internal [mW]
Sequential | 0 | 0.0179
Clock | 0.0146 | 0.0566
Combinational | 0.0523 | 0.0663
Total | 0.0669 | 0.141
No activity file was given, so power comes from the tool's default toggle rates.
