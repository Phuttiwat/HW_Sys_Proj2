## flow/design.v

```verilog
`timescale 1ns / 1ps
module clkToBaudrate(
    output reg baudrateClk,
    input clk
    );
    integer counter;
    always @(posedge clk) begin
        counter = counter + 1;
        if (counter == 325) begin 
            counter = 0;
            baudrateClk = ~baudrateClk; 
        end 
    end
endmodule
`timescale 1ns / 1ps
module rs232_rx(
    output reg finish_receive,
    output reg [7:0] data_out,
    input signal_in,
    input clk
    );
    reg last_signal_in;
    reg is_receiving = 0;
    reg [7:0] count;
    always@(posedge clk) begin
        if (~is_receiving & last_signal_in & ~signal_in) begin
            is_receiving <= 1;
            finish_receive <= 0;
            count <= 0;
        end
        last_signal_in <= signal_in;
        count <= (is_receiving) ? count+1 : 0;
        case (count)
            8'd24:  data_out[0] <= signal_in;
            8'd40:  data_out[1] <= signal_in;
            8'd56:  data_out[2] <= signal_in;
            8'd72:  data_out[3] <= signal_in;
            8'd88:  data_out[4] <= signal_in;
            8'd104: data_out[5] <= signal_in;
            8'd120: data_out[6] <= signal_in;
            8'd136: data_out[7] <= signal_in;
            8'd152: begin finish_receive <= 1; is_receiving <= 0; end
        endcase
    end
endmodule
`timescale 1ns / 1ps
module rs232_tx(
    output reg finish_send,
    output reg signal_out,
    input [7:0] data_to_transmit,
    input signal_in,
    input clk
    );
    reg last_signal_in;
    reg is_sending = 0;
    reg [7:0] count;
    reg [7:0] data;
    always@(posedge clk) begin
        if (~is_sending & ~last_signal_in & signal_in) begin
            data <= data_to_transmit;
            is_sending <= 1;
            finish_send <= 0;
            count <= 0;
        end
        last_signal_in <= signal_in;
        if (is_sending) begin
            count <= count + 1;
        end
        else begin
            count <= 0;
            signal_out <= 1; 
        end
        case (count)
            8'd8: signal_out <= 0;
            8'd24: signal_out <= data[0];  
            8'd40: signal_out <= data[1];
            8'd56: signal_out <= data[2];
            8'd72: signal_out <= data[3];
            8'd88: signal_out <= data[4];
            8'd104: signal_out <= data[5];
            8'd120: signal_out <= data[6];
            8'd136: signal_out <= data[7];
            8'd152: begin finish_send <= 1; is_sending <= 0; end
        endcase
    end
endmodule
`timescale 1ns / 1ps
module uart_rs232(
    output reg [7:0] last_valid_data,  
    output RsTx,                       
    input RsRx,                        
    input clk,                         
    input [7:0] data_to_send,          
    input send_signal,                 
    output reg new_data                
);
    reg signal_to_tx;
    reg last_receive;
    reg [7:0] data_to_tx;
    wire [7:0] data_from_rx;
    wire finish_send;
    wire finish_receive;
    wire baudrateClk;
    clkToBaudrate baudrateClockDivider(
        .baudrateClk(baudrateClk),
        .clk(clk)
    );
    rs232_rx receiver(finish_receive, data_from_rx, RsRx, baudrateClk);
    rs232_tx transmitter(finish_send, RsTx, data_to_tx, signal_to_tx, baudrateClk);
    initial begin
        last_receive = 0;
        signal_to_tx = 0;
        new_data = 0;
    end
    always @(posedge baudrateClk) begin
        if (signal_to_tx) begin
            signal_to_tx <= 0;
        end
        if (send_signal) begin
            data_to_tx <= data_to_send;
            signal_to_tx <= 1;
        end
        if (~last_receive & finish_receive) begin
            last_valid_data <= data_from_rx;
            new_data <= 1;  
        end else begin
            new_data <= 0;  
        end
        last_receive <= finish_receive;
    end
endmodule
```

## flow/config.mk

```make
export PLATFORM = sky130hd
export DESIGN_NAME = uart_rs232
export DESIGN_NICKNAME = uart_rs232
export VERILOG_FILES = /design/flow/design.v
export SDC_FILE = /design/flow/constraint.sdc
export NUM_CORES = 4
export LEC_CHECK = 1
export CORE_UTILIZATION = 30
```

## flow/run.sh

```bash
#!/bin/bash
# OpenROAD 26Q1-2900-gdf79404cd8, Yosys 0.63+post, stock flow scripts
make -C /OpenROAD-flow-scripts/flow DESIGN_CONFIG=/design/flow/config.mk WORK_HOME=/design/flow/orfs finish
```

## flow/constraint.sdc

```tcl
current_design uart_rs232

set clk_period 5.4
set clk_io_pct 0.2

create_clock -name clk0 -period $clk_period [get_ports {clk}]

set non_clock_inputs [all_inputs -no_clocks]
set_input_delay [expr $clk_period * $clk_io_pct] -clock clk0 $non_clock_inputs
set_output_delay [expr $clk_period * $clk_io_pct] -clock clk0 [all_outputs]
```

==> results.cfg <==
; implementation run metrics
[place]
place.gp.congestion = 0.8651
dp_hpwl_mm = 4.562
dp.cells = 545
portBuffers = 20

[min_path]
hold_end = baudrateClockDivider.counter[31]
whs_path_depth = 2
hold_path_class = register to register
hp-start = baudrateClockDivider.counter[31]

[floorplan]
ios = 21
fp_util_pct = 30.99
rows = 41
die-area_um2 = 13600
core_area_um2 = 12720
fp.dieW_um = 116.6
die.size.y_um = 116.6

[setup_path]
required_ns = 5.39
r2r_end = baudrateClockDivider.baudrateClk
slowest_delay_ns = 0.73
rr_startpoint = baudrateClockDivider.counter[2]
cp-start-kind = register
crit_path_end_kind = register
crit_top_cell = nand4_1
r2r_setup_slack_ns = 2.40
crit_arrival_ns = 2.99
worst-setup-path-type = register to register
slowest_stage = nor4_2
worstPathMaxFanout = 7
ff2ff_path_depth = 7
crit_path_cell_trace = nand4_1 > nor4_2 > nand4_1 > xnor2_1 > a2111oi_1 > buf_4 > and4_1

[power_and_ir_drop]
ir_worst_vdd_v = 0.0001433
power_leakage_nw = 1.610
power_density_nw_per_um2 = 118.0

[synthesis]
netlist_area_um2 = 3943
synth_seq_share_pct = 54.33
edf_count = 34
synth_top_flop_cell = dfxtp_1
top_cell_area_share_pct = 28.44
ys_cells = 368
synthTopCellsByArea = dfxtp_1, edfxtp_1, xor2_1
ys_types = 54
syn_avg_cell_area_um2 = 10.71
top_area_cell = dfxtp_1
synthCells = 368
synthArstFlopShare_pct = 0
ys_area_um2 = 3943
yosysWarnings = 4
synth_flops = 90

[final_layout]
layout_top_cell = dfxtp_1
finalNonFillerCells = 553
drive_above_1_share_pct = 6.824
final-comb-area_um2 = 1667
fin_util_pct = 34.91
flop_area_um2 = 2142
final_layout_top_logic_cells = dfxtp_1, edfxtp_1, nor2_1
n_fill_cell = 1280
area_growth_syn_to_layout_pct = 12.66

[grt]
grt_pass1_wl_mm = 10.94
first_global_vias = 2402
grt_start_max_net_pins = 58
antenna_found_initial = 0
track_usage_pct = 10.04
gr-total-overflow = 0

[detailed_routing]
drtAntennaViolNets = 0
vias = 2628
drt_iter0_markers = 125
wl_mm = 6.248
dr.pass1.iters = 6
via_per_inst = 4.752
n_antenna_cell = 0
routedWlPerCell_um = 11.30
drc = 0

[final_timing]
fin_crit_sh_pct = 55.54
finalCriticalPeriod_ns = 2.999
finClkSkew_ns = 0.003805
max_freq_ghz = 0.3334
fin_setup_tns_ns = 0
rsz0062_at_grt = no
drv_slew = 0
finalSetupViolCount = 0
max_slew_margin_pct = 52.21
untimed_endpoints = 100
unclocked_regs = 57
finalHoldViolCount = 0
tightest_slew_ns = 0.7110

[clock_network]
clk_pin_slew_ns = 0.05
post_cts_buffers = 0
cts_root_buf = clkbuf_16
ctsHoldBuffers = 0
cts_resized = 0
htreeDepth = 2
clk_path_buf_depth = 2
cts_tree = yes
cts_buffers = 5
clkLatencyLatePin_ns = 0.27

[job]
cap_violations = 0
warnings = 28

[run_status]
status = finished, final reports clean
sequential cells by signal (all words and copies together) (netlist names), 8 cells and up:
| name | count |
|---|---|
| baudrateClockDivider.counter | 32 |
| transmitter.data | 8 |
| last_valid_data | 8 |
| data_to_tx | 8 |
| transmitter.count | 8 |
| receiver.data_out | 8 |
| receiver.count | 8 |
layer usage:
layer  up-vias  share of wire [%]  global-route usage, %
met5         -                  0                      0
met4         0               0.64                 0.7595
met3         5                3.4                  1.374
met2        41                 44                  15.66
met1      1220                 52                  15.94
li1       1362                  -                      -
report_power, final:
part	switching, mW	leakage [nW]	internal (mW)
logic	0.00313	0.774	0.00643
registers	0	0.766	0.248
clock network	0.0980	0.0706	0.169
worst max-delay path: cells and delay by family, from the launching register on:
kind / cells / cell delay [ns]
AND/OR/NAND/NOR: 4 / 1.42
flip-flops: 1 / 0.45
AND-OR/OR-AND: 1 / 0.44
buffers and inverters: 1 / 0.23
XOR/XNOR: 1 / 0.17
synth_stat cells (2+ instances only):
library cell	n
dfxtp_1	56
edfxtp_1	34
nor2_1	26
nand3_1	23
xor2_1	20
nand2_1	19
xnor2_1	18
clkbuf_1	15
inv_1	15
nor3_1	14
a31oi_1	11
nand4_1	10
and2_1	9
and4_1	8
and3_1	7
ha_1	6
nor4_1	6
or2_2	6
nor3b_1	5
o21ai_0	5
o31ai_1	5
a21boi_0	4
or4_1	4
or3_1	3
a21oi_1	2
a22oi_1	2
buf_2	2
mux2_2	2
nand2b_1	2
nand3b_1	2
nand4b_1	2
nor2b_1	2
nor4_2	2
worst max path at each step:
stage | from | to | slack [ns] | cells past startpoint
final | baudrateClockDivider.counter[2] | baudrateClockDivider.baudrateClk | 2.40 | 7
after global routing | baudrateClockDivider.counter[0] | baudrateClockDivider.baudrateClk | 2.17 | 7
after CTS | baudrateClockDivider.counter[2] | baudrateClockDivider.baudrateClk | 2.42 | 7
per-stage QoR:
stage	power, mW	instance area (µm²)	worst slack (ns)	hold slack (ns)
after floorplan	0.2531	3943	2.691	0.4430
final	0.5242	4442	2.401	0.4880
after global routing	0.5428	4442	2.170	0.5264
after global placement	0.2625	4303	2.401	0.4631
after CTS	0.5320	4442	2.424	0.4830
after detailed placement	0.2626	4303	2.446	0.4719
final cells by class:
cell class | instances | area share [%]
Clock buffer | 6 | 2.901
Clock inverter | 2 | 0.2254
Inverter | 15 | 1.268
Multi-Input combinational cell | 245 | 37.52
Sequential cell | 90 | 48.23
Tap cell | 172 | 4.845
Timing Repair Buffer | 23 | 5.014
kinds of logic (layout without fill, tap and decap cells):
family | count (synthesis) | count (layout) | synth area share [%]
AND-OR/OR-AND | 39 | 39 | 7.141
multiplexers | 3 | 3 | 0.8251
buffers and inverters | 33 | 46 | 3.396
AND/OR/NAND/NOR | 159 | 159 | 23.96
adder cells (fa/ha/maj) | 6 | 6 | 1.904
XOR/XNOR | 38 | 38 | 8.442
flip-flops | 90 | 90 | 54.33
Power and IR drop assume default switching activity.
